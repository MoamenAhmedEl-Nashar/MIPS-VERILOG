File: run.sh
#!/bin/bash
# OpenROAD 26Q1-2900-gdf79404cd8, Yosys 0.63+post, stock flow scripts
make -C /OpenROAD-flow-scripts/flow DESIGN_CONFIG=/design/flow/config.mk WORK_HOME=/design/flow/orfs finish
File: config.mk
export PLATFORM = sky130hd
export DESIGN_NAME = myALU
export DESIGN_NICKNAME = myALU
export VERILOG_FILES = /design/flow/design.v
export SDC_FILE = /design/flow/constraint.sdc
export NUM_CORES = 4
export LEC_CHECK = 1
export CORE_UTILIZATION = 30
File: constraint.sdc
current_design myALU

set clk_period 42.8
set clk_io_pct 0.2

create_clock -name clk0 -period $clk_period

set non_clock_inputs [all_inputs -no_clocks]
set_input_delay [expr $clk_period * $clk_io_pct] -clock clk0 $non_clock_inputs
set_output_delay [expr $clk_period * $clk_io_pct] -clock clk0 [all_outputs]
File: design.v
`timescale 1 ns / 1 ns
module myALU (A,B,op,shift_amt,result,overflow,zeroFlag);
input wire[31:0] A,B;
input wire [3:0] op;
input wire [4:0] shift_amt;
output reg overflow;
output integer result;
output zeroFlag;
wire[31:0] B_negative;
assign B_negative = - B ; 
assign zeroFlag = (result==0)?1:0;
integer holder;  
integer mask;
always@(A,B,op,shift_amt)
begin
if (op==0)
	begin
	result = A + B;
	if ((A[31]==B[31]) && (result[31] == ~A[31])) overflow = 1;
	else overflow = 0;
	end
else if (op==1)
	begin
	result = A - B;
	if ((A[31]==B_negative[31]) && (result[31] == ~A[31])) overflow = 1;
	else overflow = 0;
	end
else if (op==2)
	begin
	result = A & B;
	overflow = 0;
	end
else if (op==3)
	begin
	result = A | B;
	overflow = 0;
	end
else if (op==4)
	begin
	result = A<<shift_amt;
	overflow = 0;
	end
else if (op==5)
	begin
	result = A>>shift_amt;
	overflow = 0;
	end
else if (op==6)
	begin
	result = $signed(A)>>>shift_amt;
	overflow = 0;
	end
else if (op==7)
	begin
	holder = A-B;
	if (holder==0)
		result = 0;
	else 
		result = {{31{1'b0}},~holder[31]};
	overflow = 0;
	end
else if (op==8)
	begin
	holder = A-B;
	if (holder==0)
		result = 0;
	else 
		result = {{31{1'b0}},holder[31]};
	overflow = 0;
	end
else begin result = 32'h xxxxxxxx; overflow = 1'b x; end
end
endmodule
module testALU();
 integer  A,B;
 reg [3:0] op;
 reg [4:0] shift_amt;
wire overflow;	wire zeroFlag;
wire[31:0] result;
myALU new1(A,B,op,shift_amt,result,overflow,zeroFlag);
initial
begin
A = 8;
B = 7;
op=1;
shift_amt=3;
$monitor ("op: %d \nA: %b \nB: %b \nResult: %b  %d \noverflow:  %b\nzeroFlag: %b" ,op,A,B,result,$signed(result),overflow,zeroFlag);
end
endmodule
==> metrics.txt <==
# HELP chip_impl_metric Metrics from one implementation run
# TYPE chip_impl_metric gauge
chip_impl_info{name="status",value="complete, no violations"} 1
chip_impl_info{name="grt_setup_unrepaired",value="no"} 1
chip_impl_metric{name="yosys_cells",unit=""} 1616
chip_impl_metric{name="wl_per_cell",unit="um"} 31.3
chip_impl_metric{name="drt_pre_antenna_iters",unit=""} 6
chip_impl_metric{name="tally_of_max_capacitance_violations",unit=""} 0
chip_impl_metric{name="die_h",unit="um"} 195
chip_impl_info{name="post_synth_main_logic_family",value="AND-OR/OR-AND gates"} 1
chip_impl_metric{name="holdBufCountCts",unit=""} 0
chip_impl_metric{name="route.detailed.drc",unit=""} 0
chip_impl_metric{name="ys_sh_xor",unit="%"} 2.50
chip_impl_info{name="holdCritPathClass",value="in -> out"} 1
chip_impl_metric{name="total_cell_area_reported_by_yosys_after_synthesis",unit="mm2"} 0.0112
chip_impl_metric{name="design.seq.count",unit=""} 0
chip_impl_metric{name="drive_gt1_share",unit="%"} 10.3
chip_impl_metric{name="synth.mux.area_fraction",unit="%"} 17.6
chip_impl_metric{name="simple_gate_share",unit="%"} 24.7
chip_impl_metric{name="cts_setup_buffers",unit=""} 0
chip_impl_metric{name="die_w",unit="um"} 195
chip_impl_metric{name="grt_start_max_net_pins",unit=""} 62
chip_impl_metric{name="power_density",unit="mW/mm2"} 14.6
chip_impl_metric{name="wl",unit="um"} 66000
chip_impl_metric{name="first_global_vias",unit=""} 13100
chip_impl_metric{name="dr_total_vias",unit=""} 14100
chip_impl_metric{name="starting_density_of_the_core",unit="%"} 30.5
chip_impl_metric{name="fin_tns_setup",unit="ns"} 0
chip_impl_metric{name="warning_count",unit=""} 95
chip_impl_metric{name="rows",unit=""} 70
chip_impl_metric{name="setup_viol",unit=""} 0
chip_impl_metric{name="vdd_ir_drop_max",unit="mV"} 0.00717
chip_impl_metric{name="mappedNetlistArea",unit="mm2"} 0.0112
chip_impl_metric{name="synth-compound-area-share",unit="%"} 34.5
chip_impl_metric{name="final-max-slew-violation-count",unit=""} 0
chip_impl_metric{name="worst_slew_margin_rel",unit="%"} 29.6
chip_impl_metric{name="syn-mean-instance-area",unit="um2"} 6.92
chip_impl_metric{name="register_area",unit="um2"} 0
chip_impl_info{name="setup.worst_path.class",value="in -> out"} 1
chip_impl_metric{name="grt_antenna_before_repair",unit=""} 1
chip_impl_metric{name="placed_cell_area",unit="mm2"} 0.0125
chip_impl_metric{name="power",unit="uW"} 183
chip_impl_info{name="worst_setup_path_start_kind",value="input pin"} 1
chip_impl_metric{name="final.clkbuf_count",unit=""} 0
chip_impl_metric{name="io_pins",unit=""} 107
chip_impl_metric{name="worstPathRequired",unit="ns"} 34.24
chip_impl_metric{name="clock.fmax",unit="GHz"} 0.0440
chip_impl_metric{name="total_inserted_antenna_cells",unit=""} 0
chip_impl_metric{name="place_congestion",unit=""} 1.10
chip_impl_metric{name="synth.yosys.warnings",unit=""} 1
chip_impl_metric{name="area_growth_syn_to_layout",unit="%"} 11.8
chip_impl_metric{name="timing_hold_violations_final",unit=""} 0
chip_impl_metric{name="antenna_violating_nets_post_route",unit=""} 0
chip_impl_metric{name="crit_fanout",unit=""} 17
chip_impl_metric{name="netlist-cell-type-count",unit=""} 103
chip_impl_info{name="worst_setup_path_end_kind",value="output pin"} 1
chip_impl_metric{name="post-route-min-period",unit="ns"} 22.71
chip_impl_metric{name="total_die_area",unit="mm2"} 0.0381
chip_impl_metric{name="worst_margin_pin_slew",unit="ns"} 1.05
chip_impl_metric{name="global_route_usage_over_all_layers",unit="%"} 34.5
chip_impl_metric{name="postLayoutCellArea",unit="mm2"} 0.0125
chip_impl_metric{name="final_core_utilization",unit="%"} 34.1
chip_impl_metric{name="instances_no_fill",unit=""} 2107
chip_impl_metric{name="synth-adder-area-share",unit="%"} 11.0
chip_impl_metric{name="post_synth_inst_count",unit=""} 1616
chip_impl_metric{name="core",unit="mm2"} 0.0367
chip_impl_metric{name="port-buffer-count",unit=""} 107
chip_impl_metric{name="route.detailed.vias_per_inst",unit=""} 6.70
chip_impl_metric{name="placedCellCount",unit=""} 2107
chip_impl_metric{name="hpwl",unit="um"} 52200
chip_impl_metric{name="grt_overflow",unit=""} 0
chip_impl_metric{name="total_leakage_power",unit="nW"} 4.85
chip_impl_metric{name="period_used_share",unit="%"} 53.1
chip_impl_metric{name="yosysSeqAreaShare",unit="%"} 0
chip_impl_metric{name="cp.arrival",unit="ns"} 14.15
chip_impl_metric{name="drt_iter0_drc",unit=""} 1868
chip_impl_metric{name="resized_after_cts",unit=""} 0
chip_impl_metric{name="grt_pass1_wl",unit="um"} 94600
## layout make-up
type,instances,area (um2)
inverter,102,383
tap,468,586
fill,3965,24200
timing repair buffer,159,1440
multi-input combinational,1378,10100
## report_power, final
part	internal, mW	leakage [nW]	switching [mW]
Combinational	0.0667	4.85	0.116
Sequential	0	0	0
Clock	0	0	0
## cell usage after synthesis, types with 10 or more instances
| library cell | instances | area [um2] |
|---|---|---|
| sky130_fd_sc_hd__nor2b_1 | 26 | 163 |
| sky130_fd_sc_hd__mux2i_1 | 61 | 611 |
| sky130_fd_sc_hd__nand4_1 | 16 | 100 |
| sky130_fd_sc_hd__and2_1 | 12 | 75.1 |
| sky130_fd_sc_hd__o211ai_1 | 32 | 240 |
| sky130_fd_sc_hd__a21o_1 | 19 | 143 |
| sky130_fd_sc_hd__a211oi_1 | 25 | 188 |
| sky130_fd_sc_hd__nand2b_1 | 26 | 163 |
| sky130_fd_sc_hd__nand3_1 | 39 | 195 |
| sky130_fd_sc_hd__mux4_2 | 43 | 968 |
| sky130_fd_sc_hd__o31ai_1 | 21 | 158 |
| sky130_fd_sc_hd__o2111ai_1 | 10 | 87.6 |
| sky130_fd_sc_hd__inv_1 | 97 | 364 |
| sky130_fd_sc_hd__or2_2 | 11 | 68.8 |
| sky130_fd_sc_hd__nand2_1 | 139 | 522 |
| sky130_fd_sc_hd__or3_1 | 13 | 81.3 |
| sky130_fd_sc_hd__nor2_1 | 139 | 522 |
| sky130_fd_sc_hd__a21oi_1 | 131 | 656 |
| sky130_fd_sc_hd__o21ai_0 | 98 | 490 |
| sky130_fd_sc_hd__a211o_1 | 10 | 87.6 |
| sky130_fd_sc_hd__clkbuf_1 | 75 | 282 |
| sky130_fd_sc_hd__o21bai_1 | 11 | 82.6 |
| sky130_fd_sc_hd__nor4_1 | 22 | 138 |
| sky130_fd_sc_hd__a22oi_1 | 11 | 82.6 |
| sky130_fd_sc_hd__o221ai_1 | 11 | 96.3 |
| sky130_fd_sc_hd__xnor2_1 | 28 | 245 |
| sky130_fd_sc_hd__nor3_1 | 50 | 250 |
| sky130_fd_sc_hd__a31oi_1 | 25 | 156 |
| sky130_fd_sc_hd__buf_6 | 12 | 135 |
| sky130_fd_sc_hd__o22ai_1 | 31 | 194 |
| sky130_fd_sc_hd__a221oi_1 | 12 | 105 |
| sky130_fd_sc_hd__ha_1 | 95 | 1190 |
| sky130_fd_sc_hd__mux2_2 | 25 | 282 |
| sky130_fd_sc_hd__buf_2 | 28 | 140 |
## cell families (layout without fill, tap and decap cells)
kind of cell    count (synthesis)  in the layout
fa+ha+maj                      97             97
compound gates                566            566
xor+xnor                       32             32
simple gates                  549            549
buf+inv                       238            261
mux                           134            134
## worst paths after layout
check   from       end  slack [ns]  cells past startpoint
max    A[20]  zeroFlag       20.09                     15
min    op[0]  overflow       17.85                      3
## worst max-delay path: stages
cell and delay (ns):
sky130_fd_sc_hd__clkdlybuf4s50_1 0.96, sky130_fd_sc_hd__inv_1 0.10, sky130_fd_sc_hd__ha_1 0.73, sky130_fd_sc_hd__inv_1 0.28, sky130_fd_sc_hd__o31ai_1 0.47, sky130_fd_sc_hd__and2_1 0.19
sky130_fd_sc_hd__a2bb2oi_1 0.49, sky130_fd_sc_hd__a2111oi_0 0.20, sky130_fd_sc_hd__or3_1 0.41, sky130_fd_sc_hd__xor2_1 0.13, sky130_fd_sc_hd__o221ai_1 0.17, sky130_fd_sc_hd__nor4_1 0.38
sky130_fd_sc_hd__nand4_1 0.21, sky130_fd_sc_hd__nor4b_2 0.33, sky130_fd_sc_hd__clkdlybuf4s50_1 0.52
## metal layers
layer	global-route usage [%]	up-vias	wire length (um)
li1	-	6204	-
met1	49.2	6809	28400
met2	50.9	961	27600
met3	9.52	146	7320
met4	10.5	2	2620
met5	0	-	9
## layout by cell type, fill, tap and decap left out, types with 13 or more instances in the layout
cell type	n
sky130_fd_sc_hd__nor2_1	139
sky130_fd_sc_hd__nand2_1	139
sky130_fd_sc_hd__a21oi_1	131
sky130_fd_sc_hd__clkdlybuf4s50_1	101
sky130_fd_sc_hd__o21ai_0	98
sky130_fd_sc_hd__inv_1	97
sky130_fd_sc_hd__ha_1	95
sky130_fd_sc_hd__mux2i_1	61
sky130_fd_sc_hd__buf_4	54
sky130_fd_sc_hd__nor3_1	50
sky130_fd_sc_hd__mux4_2	43
sky130_fd_sc_hd__nand3_1	39
sky130_fd_sc_hd__o211ai_1	32
sky130_fd_sc_hd__o22ai_1	31
sky130_fd_sc_hd__xnor2_1	28
sky130_fd_sc_hd__nand2b_1	26
sky130_fd_sc_hd__nor2b_1	26
sky130_fd_sc_hd__a31oi_1	25
sky130_fd_sc_hd__mux2_2	25
sky130_fd_sc_hd__a211oi_1	25
sky130_fd_sc_hd__nor4_1	21
sky130_fd_sc_hd__o31ai_1	21
sky130_fd_sc_hd__a21o_1	19
sky130_fd_sc_hd__nand4_1	16
sky130_fd_sc_hd__or3_1	13
## through the flow
step                hold slack, ns  setup WS, ns
detailed placement           17.84         20.24
floorplan                    17.31         22.70
global placement             17.83         20.38
global route                 17.88         19.75
CTS                          17.84         20.23
finish                       17.85         20.09
No activity file was given, so power comes from the tool's default toggle rates.
