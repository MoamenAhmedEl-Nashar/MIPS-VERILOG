**/design/flow/run.sh**
```bash
#!/bin/bash
# OpenROAD 26Q1-2900-gdf79404cd8, Yosys 0.63+post, stock flow scripts
make -C /OpenROAD-flow-scripts/flow DESIGN_CONFIG=/design/flow/config.mk WORK_HOME=/design/flow/orfs finish
```
**/design/flow/constraint.sdc**
```tcl
current_design mux2to1

set clk_period 1.0
set clk_io_pct 0.2

create_clock -name clk0 -period $clk_period

set non_clock_inputs [all_inputs -no_clocks]
set_input_delay [expr $clk_period * $clk_io_pct] -clock clk0 $non_clock_inputs
set_output_delay [expr $clk_period * $clk_io_pct] -clock clk0 [all_outputs]
```
**/design/flow/design.v**
```verilog
`timescale 1 ns / 1 ns
module mux2to1(in1,in2,sel,out);
input[31:0] in1,in2;
input sel;
output[31:0]  out;
assign out = (sel==0)? in1 : 
(sel==1)? in2 :
 32'bx;
endmodule
module testMux2to1();
reg[31:0] in1,in2;
reg sel;
wire[31:0] out;
mux2to1 newMux(in1,in2,sel,out);
initial
begin
in1=35;
in2 = 67;
sel = 0;
$monitor("%d %d %d %d\n",in1,in2,sel,out);
#5
sel = 1;
end
endmodule
```
**/design/flow/config.mk**
```make
export PLATFORM = sky130hd
export DESIGN_NAME = mux2to1
export DESIGN_NICKNAME = mux2to1
export VERILOG_FILES = /design/flow/design.v
export SDC_FILE = /design/flow/constraint.sdc
export NUM_CORES = 4
export LEC_CHECK = 1
export CORE_AREA = 10 10 70 70
export DIE_AREA = 0 0 80 80
```
==> flow_metrics.py <==
# Auto-generated metrics
metrics = {
    "placement": {
        "hpwl_after_dpl_um": 2400,
        "gp_congestion": 0.760,
        "count_of_buffers_inserted_at_the_top_level_ports": 97,
        "place_inst": 177,
    },
    "logic_synthesis": {
        "netlist_top_cells_area": "sky130_fd_sc_hd__mux2_4 (83%), sky130_fd_sc_hd__buf_12 (11%), sky130_fd_sc_hd__mux2_2 (4.1%)",
        "syn_inst": 36,
        "syn_area_um2": 544,
        "most_common_cell": "sky130_fd_sc_hd__mux2_4",
        "synthDistinctLibCells": 4,
        "mean_instance_size_in_the_synthesized_netlist_um2": 15.1,
        "postSynthSeqShare": 0,
        "synth.cells.most_frequent": "sky130_fd_sc_hd__mux2_4 (30), sky130_fd_sc_hd__buf_12 (3), sky130_fd_sc_hd__mux2_2 (2), sky130_fd_sc_hd__buf_6 (1)",
        "yosys.area.top_type_share": 0.828,
        "yosysCellCount": 36,
        "yosys_warnings": 0,
        "yosys_area_um2": 544,
        "synth.largest_area_cell": "sky130_fd_sc_hd__mux2_4",
    },
    "pwr": {
        "share_seq_of_total_power": 0,
        "vdd.ir_drop.worst_uv": 173,
        "power_per_cell_area_nw_per_um2": 389,
        "power_leakage_nw": 0.990,
        "cell_internal_pwr_mw": 0.519,
        "power.share.clock": 0,
        "power.switching_fraction": 0.213,
        "netSwitchingPower_mw": 0.141,
        "total_power_mw": 0.660,
        "pwr-share-comb": 1.000,
    },
    "drt": {
        "postRouteAntennaNets": 0,
        "route.vias.total": 730,
        "drt_first_pass_iters": 2,
        "antenna-diode-count": 0,
        "drt_iter0_drc": 4,
        "via_count_normalized_by_instance_count": 3.80,
        "wirelength_um": 2850,
        "drc": 0,
        "detail_route.wl_per_cell_um": 14.8,
    },
    "sta": {
        "finalHoldWorstSlack_ns": 0.694,
        "final.setup.worst_slack_ns": -0.175,
        "report.final.hold_viol_count": 0,
        "timing.fmax_ghz": 0.851,
        "final_min_period_over_clock_period": 1.18,
        "post_layout_min_period_ns": 1.18,
        "drv_slew": 0,
        "final-setup-viol-count": 32,
        "slew_headroom": 0.959,
        "tightest_slew_ns": 0.0611,
        "grt_setup_unrepaired": "true",
    },
    "die": {
        "design.core.area_um2": 3420,
        "fp-utilization": 0.159,
        "std_cell_rows": 21,
        "chipArea_um2": 6400,
        "die_height_um": 80,
        "ios": 97,
        "dieWidth_um": 80,
    },
    "global_routing": {
        "antenna_violations_before_repair": 0,
        "first_pass_grt_wire_length_um": 4150,
        "grt_pass1_vias": 824,
        "grt_max_degree": 8,
        "globalRoute.totalOverflow": 0,
        "grtUsageTotal": 0.0787,
    },
    "finish": {
        "register_area_um2": 0,
        "area_growth_pct": 212,
        "nFillCells": 327,
        "drive_gt1_frac": 0.562,
        "post_layout_nonfiller_instances": 192,
        "flops": 0,
        "n_clock_buffer": 0,
    },
    "setup_path": {
        "crit_path_frequent_cell": "sky130_fd_sc_hd__buf_12",
        "critical_path_peak_fanout": 7,
        "path_delay_family": "buffers and inverters",
        "critPathRequiredTime_ns": 0.80,
        "worstSetupStartpointType": "primary input",
        "worstPathArrival_ns": 0.98,
        "critical_path_end_type": "primary output",
        "path_cells": "buf_12, buf_12, buf_8, mux2_4, buf_6",
        "cp_slowest_cell": "sky130_fd_sc_hd__mux2_4",
        "cp_num_buf_inv": 4,
        "timing.setup.critical_path_class": "in2out",
        "worst_path_largest_cell_delay_ns": 0.30,
    },
    "run": {
        "warning_count": 34,
        "cap_violations": 0,
    },
    "outcome": {
        "failing_checks": "negative setup slack",
        "outcome": "complete, but fails checks",
    },
    "clocking": {
        "cts.hold.buffers_added": 0,
    },
    "worst_hold_path": {
        "hp-class": "in2out",
    },
}
[worst min-delay path, stage by stage]
cell	delay [ns]
sky130_fd_sc_hd__dlymetal6s2s_1	0.08
sky130_fd_sc_hd__mux2_4	0.13
sky130_fd_sc_hd__buf_2	0.08
[layout by cell type, fill, tap and decap left out]
cell type / instances
sky130_fd_sc_hd__clkdlybuf4s50_1: 10
sky130_fd_sc_hd__mux2_4: 32
sky130_fd_sc_hd__buf_2: 12
sky130_fd_sc_hd__buf_6: 29
sky130_fd_sc_hd__buf_8: 3
sky130_fd_sc_hd__dlygate4sd2_1: 40
sky130_fd_sc_hd__buf_4: 2
sky130_fd_sc_hd__buf_12: 3
sky130_fd_sc_hd__buf_16: 1
sky130_fd_sc_hd__dlymetal6s2s_1: 14
[routing by layer]
layer / up-vias / track usage / part of all wire / routed length [um]
met4: 0 / 0 / 0 / 0
li1: 362 / - / - / -
met3: 0 / 0.0307 / 0.11 / 313
met2: 51 / 0.143 / 0.49 / 1390
met1: 317 / 0.0897 / 0.40 / 1140
met5: - / 0 / 0 / 0
[power by group through the flow]
stage	logic (mW)	clock network, mW	registers (mW)
4_1_cts	0.644	0	0
5_1_grt	0.706	0	0
6_report	0.660	0	0
[timing repair]
action | in CTS | in global routing
gates resized | 170 | 23
buffers inserted | 14 | 0
cloned | 1 | 0
endpoints found under the setup margin | 32 | 32
[final timing paths]
check                    from       to  slack [ns]  depth (start not counted)
worst max-delay path      sel  out[31]       -0.18                          5
worst min-delay path  in1[24]  out[24]        0.69                          3
[logic make-up (layout without fill, tap and decap cells)]
| logic type | after synthesis | after routing | synth area share |
|---|---|---|---|
| buffers and inverters | 4 | 114 | 0.131 |
| muxes | 32 | 32 | 0.869 |
[per-stage QoR]
| step | setup slack [ns] | area (um2) | utilization | TNS, ns |
|---|---|---|---|---|
| global route | -0.194 | 1700 | 0.497 | -5.62 |
| detailed placement | -0.497 | 1540 | 0.450 | -15.27 |
| CTS | -0.178 | 1610 | 0.470 | -5.20 |
| floorplan | 0.0669 | 544 | - | 0 |
| finish | -0.175 | 1700 | 0.497 | -5.03 |
| global placement | -0.492 | 1540 | 0.450 | -15.25 |
[cell type report]
cell class | instances | area (um2) | area share
Tap cell | 46 | 57.6 | 0.0339
Timing Repair Buffer | 114 | 1160 | 0.683
Multi-Input combinational cell | 32 | 480 | 0.283
Power figures rest on the tool's default switching activity, not on a simulated workload.
