==> ./design.v <==
`timescale 1 ns/1 ns
module Adder (in1,in2,out);
input[31:0] in1,in2;
output [31:0] out;
assign out = in1+in2;
endmodule	
module ShiftLeft2(in1,out);
	input [31:0] in1;
	output[31:0] out;
	assign out = in1<<2;
endmodule
==> ./run.sh <==
#!/bin/bash
# OpenROAD 26Q1-2900-gdf79404cd8, Yosys 0.63+post, stock flow scripts
make -C /OpenROAD-flow-scripts/flow DESIGN_CONFIG=/design/flow/config.mk WORK_HOME=/design/flow/orfs finish
==> ./config.mk <==
export PLATFORM = sky130hd
export DESIGN_NAME = Adder
export DESIGN_NICKNAME = Adder
export VERILOG_FILES = /design/flow/design.v
export SDC_FILE = /design/flow/constraint.sdc
export NUM_CORES = 4
export LEC_CHECK = 1
export CORE_AREA = 10 10 107 107
export DIE_AREA = 0 0 117 117
==> ./constraint.sdc <==
current_design Adder

set clk_period 18.1
set clk_io_pct 0.2

create_clock -name clk0 -period $clk_period

set non_clock_inputs [all_inputs -no_clocks]
set_input_delay [expr $clk_period * $clk_io_pct] -clock clk0 $non_clock_inputs
set_output_delay [expr $clk_period * $clk_io_pct] -clock clk0 [all_outputs]
==> results.py <==
# Flow results
metrics = {
    "final_layout": {
        "design_area_um2": 2800,
        "flops": 0,
        "syn_to_final_growth_pct": 60.55,
        "clkbuf_count": 0,
        "drive_gt1_share_pct": 3.067,
        "regArea_um2": 0,
        "fillers": 985,
    },
    "floorplan": {
        "num_io_pins": 96,
        "die_w_um": 117,
        "fp_util_pct": 18.97,
        "core_area_um2": 9196,
        "die-area_um2": 13690,
        "row_count": 35,
        "die_height_um": 117,
    },
    "global_route": {
        "grt_max_degree": 11,
        "overflow": 0,
        "grt_antenna_before_repair": 0,
        "grt_pass1_vias": 2103,
        "grtUsageTotal_pct": 8.953,
        "grt_pass1_wl_mm": 10.20,
    },
    "route": {
        "drt_iter0_drc": 83,
        "drt_pass1_iterations": 6,
        "routed_via_density": 4.851,
        "drc": 0,
        "vias": 2120,
        "antenna_left": 0,
        "antennaDiodeCount": 0,
        "routed_wl_mm": 6.398,
        "wl_per_cell_um": 14.64,
    },
    "clock_tree": {
        "post_cts_resized": 0,
        "hold_buffers": 0,
        "post_cts_buffers": 0,
    },
    "worst_setup_path": {
        "cp_common_cell": "clkdlybuf4s50_1",
        "crit_arrival_ns": 6.61,
        "worst-path-max-fanout": 4,
        "critPathMaxStageDelay_ns": 0.50,
        "critPathRequiredTime_ns": 14.48,
        "endpoint_kind": "output port",
        "critPathKind": "in -> out",
        "cp_cell_sequence": "clkdlybuf4s50_1 > ha_1 > fa_1 > a21o_1 > a31o_2 > nand3_1 > o221ai_1 > a311oi_1 > o21bai_1 > xor2_1 > clkdlybuf4s50_1",
        "crit_path_top_delay_cell": "clkdlybuf4s50_1",
        "worstSetupStartpointType": "input pin",
    },
    "status": {
        "status": "completed",
    },
    "yosys": {
        "postSynthCellCount": 241,
        "synth.avg_cell_area_um2": 7.237,
        "ys_cells": 241,
        "ys_seq_share_pct": 0,
        "syn_area_um2": 1744,
        "synth-warning-count": 0,
        "ys_area_um2": 1744,
        "ys_types": 50,
    },
    "timing": {
        "finalHoldViolCount": 0,
        "worst_pin_slew_ns": 0.5621,
        "max_freq_mhz": 97.72,
        "fin_setup_tns_ns": 0,
        "hold_ws_ns": 8.269,
        "relSlewSlack_pct": 61.56,
        "min_period_ns": 10.23,
        "rsz0062_at_grt": "no",
        "layout_worst_path_cycle_share_pct": 56.54,
        "setup_viol": 0,
        "final-max-slew-violation-count": 0,
    },
    "placed_design": {
        "dp_hpwl_mm": 5.601,
        "post_dp_cell_area_um2": 2800,
        "numPortBuffers": 96,
        "finalWeightedCongestion": 0.8280,
    },
    "pwr": {
        "peakVddDrop_v": 0.00001518,
        "cellLeakagePower_uw": 0.001176,
        "power_density_nw_per_um2": 38.83,
    },
    "run": {
        "tool_warnings": 32,
        "maxCapViolCount": 0,
    },
    "min_path": {
        "hold_path.class": "in -> out",
    },
}
-- routing by layer --
metal / GRT usage [%] / wire length [um] / vias to the layer above
li1: - / - / 1092
met1: 11.44 / 2841 / 963
met2: 15.07 / 2881 / 63
met3: 3.044 / 661 / 2
met4: 0.2471 / 14 / 0
met5: 0 / 0 / -
-- layout make-up --
type	instances	area, um2	share of cell area (%)
Inverter	6	22.52	0.8043
Multi-Input combinational cell	224	1678	59.92
Tap cell	111	138.9	4.960
Timing Repair Buffer	96	960.9	34.32
-- worst max-delay path: cells and delay by family --
family / cells / cell delay (ns)
compound gates: 5 / 1.21
xor+xnor: 1 / 0.14
fa+ha+maj: 2 / 0.64
buf+inv: 2 / 0.91
simple gates: 1 / 0.09
-- cell usage after synthesis, drive strengths merged (3+ instances only) --
library cell	instances	area (um2)
a31oi	3	18.77
a211oi	3	22.52
o211ai	3	22.52
nand2	18	67.56
xnor2	13	113.9
or2	3	18.77
nand3	10	50.05
ha	31	387.9
clkbuf	8	30.03
buf	3	13.76
nor2	12	45.04
o21bai	5	48.80
a311oi	3	43.80
nand4	8	50.05
nor3	4	20.02
a21o	19	142.6
o21ai	15	78.82
inv	6	22.52
xor2	15	131.4
a21oi	29	145.1
-- per-stage QoR --
step | utilization (%) | power [uW] | instances | worst slack, ns
after floorplan | - | 51.32 | 241 | 9.035
after global placement | 30.45 | 109.4 | 437 | 7.881
after detailed placement | 30.45 | 109.2 | 437 | 7.872
after CTS | 30.45 | 110.3 | 437 | 7.867
after global routing | 30.45 | 120.7 | 437 | 7.698
final | 30.45 | 108.7 | 437 | 7.867
-- kinds of logic after synthesis --
kind of cell / after synthesis / synth area share [%]
AND-OR/OR-AND: 97 / 39.31
multiplexers: 2 / 1.148
AND/OR/NAND/NOR: 65 / 18.29
XOR/XNOR: 28 / 14.06
adder cells (fa/ha/maj): 32 / 23.39
buffers and inverters: 17 / 3.802
-- power breakdown --
part | switching (uW) | total, uW | internal [uW]
Combinational | 44.2 | 109 | 64.5
Sequential | 0 | 0 | 0
Clock | 0 | 0 | 0
Total | 44.2 | 109 | 64.5
-- cells in the final DEF, fill, tap and decap left out, types with 2 or more instances in the layout --
| cell type | count |
|---|---|
| or2_2 | 3 |
| o311ai_1 | 2 |
| nand4_1 | 8 |
| a31oi_1 | 3 |
| nand2_1 | 18 |
| o211ai_1 | 3 |
| nand3_1 | 10 |
| ha_1 | 31 |
| xor2_1 | 15 |
| nand2b_1 | 2 |
| a211oi_1 | 3 |
| a21o_1 | 19 |
| o21ai_0 | 13 |
| xnor2_1 | 13 |
| clkdlybuf4s50_1 | 96 |
| nor2_1 | 12 |
| a21oi_1 | 29 |
| nor3_1 | 4 |
| a311oi_1 | 2 |
| mux2i_1 | 2 |
| inv_1 | 6 |
| o221ai_1 | 2 |
| o21a_1 | 2 |
| o21bai_1 | 4 |
-- worst paths after layout --
kind,startpoint,endpoint,slack (ns),depth (start not counted)
worst min-delay path,in2[0],out[0],8.27,3
worst max-delay path,in1[0],out[26],7.87,11
Power is estimated from default activity; no workload was simulated.
